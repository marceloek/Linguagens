===== design/flow/design.v =====
module piscaleds(
  input CLOCK_50,
  input [3:0] KEY,
  input [9:0] SW,
  output [7:0]LEDG,
  output [9:0]LEDR
);
reg [27:0] contador = 0;
reg [9:0] l = 0;
assign LEDG[0] = l;
assign LEDG[1] = ~l;
assign LEDG[2] = l;
assign LEDG[3] = ~l;
assign LEDG[4] = l;
assign LEDG[5] = ~l;
assign LEDG[6] = l;
assign LEDG[7] = ~l;
assign LEDR[0] = l;
assign LEDR[1] = ~l;
assign LEDR[2] = l;
assign LEDR[3] = ~l;
assign LEDR[4] = l;
assign LEDR[5] = ~l;
assign LEDR[6] = l;
assign LEDR[7] = ~l;
assign LEDR[8] = l;
assign LEDR[9] = ~l;
always @(posedge CLOCK_50) begin
  contador = contador + 1;
  if (SW[0] == 1) begin
    if (contador == 200000000) begin  
      contador = 0;
      l = ~l;
    end
  end
   if (SW[1] == 1) begin
    if (contador == 150000000) begin  
      contador = 0;
      l = ~l;
    end
  end
   if (SW[2] == 1) begin
    if (contador == 100000000) begin  
      contador = 0;
      l = ~l;
    end
  end
   if (SW[3] == 1) begin
    if (contador == 75000000) begin  
      contador = 0;
      l = ~l;
    end
  end
   if (SW[4] == 1) begin
    if (contador == 50000000) begin  
      contador = 0;
      l = ~l;
    end
  end
   if (SW[5] == 1) begin
    if (contador == 6250000) begin  
      contador = 0;
      l = ~l;
    end
  end
   if (SW[6] == 1) begin
    if (contador == 12500000) begin  
      contador = 0;
      l = ~l;
    end
  end
   if (SW[7] == 1) begin
    if (contador == 25000000) begin  
      contador = 0;
      l = ~l;
    end
  end
  if (SW[8] == 1) begin
    if (contador == 37500000) begin  
      contador = 0;
      l = ~l;
    end
  end
  if (SW[9] == 1) begin
    if (contador == 50000000) begin  
      contador = 0;
      l = ~l;
    end
  end
 end
endmodule

===== design/flow/run.sh =====
#!/bin/bash
# OpenROAD 26Q1-2900-gdf79404cd8, Yosys 0.63+post, stock flow scripts
make -C /OpenROAD-flow-scripts/flow DESIGN_CONFIG=/design/flow/config.mk WORK_HOME=/design/flow/orfs finish

===== design/flow/config.mk =====
export PLATFORM = sky130hd
export DESIGN_NAME = piscaleds
export DESIGN_NICKNAME = piscaleds
export VERILOG_FILES = /design/flow/design.v
export SDC_FILE = /design/flow/constraint.sdc
export NUM_CORES = 4
export LEC_CHECK = 1
export CORE_UTILIZATION = 50

===== design/flow/constraint.sdc =====
current_design piscaleds

set clk_period 21.3
set clk_io_pct 0.2

create_clock -name clk0 -period $clk_period [get_ports {CLOCK_50}]

set non_clock_inputs [all_inputs -no_clocks]
set_input_delay [expr $clk_period * $clk_io_pct] -clock clk0 $non_clock_inputs
set_output_delay [expr $clk_period * $clk_io_pct] -clock clk0 [all_outputs]

==> results.py <==
# Flow results
metrics = {
    "run_status": {
        "run_status": "finished clean",
    },
    "clocking": {
        "cts.htree.levels": 2,
        "cts_buffers": 5,
        "clk_pin_slew_ps": 80,
        "cts-hold-fix-buffers": 0,
        "cts-root-buf": "sky130_fd_sc_hd__clkbuf_8",
        "cts_tree": "done",
        "clkSinkCount": 29,
        "clk-insertion-delay-late_ps": 290,
        "ctsLongestPathBuffers": 2,
        "post_cts.repair.setup_buffers": 0,
        "cts-resized-gates": 0,
    },
    "die": {
        "vertical_extent_of_the_die_um": 85.2,
        "floorplan.core_util_pct": 53.0,
        "dieArea_sq_um": 7260,
        "dieWidth_um": 85.2,
        "num_rows": 29,
        "placeableCoreArea_sq_um": 6530,
        "boundaryPins": 33,
    },
    "sta": {
        "max_clock_freq_mhz": 122,
        "drv_slew": 0,
        "worst-slew-pin-transition_ps": 935,
        "layout_worst_path_cycle_share_pct": 38.5,
        "timing.hold.ws_ps": 579,
        "final.min_clock_period_ps": 8200,
        "grt_setup_unrepaired": "false",
        "timing.slew.headroom_pct": 37.4,
        "fin_tns_setup_ps": 0,
        "hold_viol": 0,
        "report.final.setup_viol": 0,
        "finalWorstSetupSlack_ps": 13100,
        "clock_skew_ps": 6.61,
    },
    "logic_synthesis": {
        "main_area_contributors": "sky130_fd_sc_hd__dfxtp_1 17%, sky130_fd_sc_hd__xnor2_1 5.8%, sky130_fd_sc_hd__nor4_1 5.2%",
        "ys_sh_mux_pct": 0.614,
        "flop_cell": "sky130_fd_sc_hd__dfxtp_1",
        "common_cells": "40 x sky130_fd_sc_hd__nor2_1, 30 x sky130_fd_sc_hd__nand2_1, 29 x sky130_fd_sc_hd__dfxtp_1, 29 x sky130_fd_sc_hd__nor4_1, 24 x sky130_fd_sc_hd__nor3_1",
        "simple_gate_area_share_pct": 46.5,
        "enable_flop_cells": 0,
        "synthesis_area_per_yosys_sq_um": 3460,
        "synthDistinctLibCells": 87,
        "synth_compound_gate_area_share_pct": 18.6,
        "adder_share_pct": 0.723,
        "synthesis.area_sq_um": 3460,
        "synthCells": 452,
        "synthesis.yosys.warnings": 1,
        "yosysTopAreaCellShare_pct": 16.8,
        "ys_async_sr_fraction_pct": 0,
        "postSynthRegisterBits": 29,
        "synth_xor_xnor_area_share_pct": 8.09,
        "synth_stat.cells": 452,
        "synth_area_leader_cell": "sky130_fd_sc_hd__dfxtp_1",
        "netlist.top_cell.by_instances": "sky130_fd_sc_hd__nor2_1",
        "top_logic_kind": "simple AND/OR/NAND/NOR gates",
        "synth_seq_share_pct": 16.8,
        "synth.avg_cell_area_sq_um": 7.66,
    },
    "grt": {
        "grt_remaining_overflow": 0,
        "number_of_antenna_violations_at_the_first_check_in_global_routing": 0,
        "first_pass_grt_wire_length_mm": 19.8,
        "combined_global_route_utilization_of_all_metal_layers_pct": 37.8,
        "grt_pass1_vias": 3393,
        "grt_max_degree": 14,
    },
    "power_and_ir_drop": {
        "max-vdd-ir-drop_mv": 0.0364,
        "p_leak_nw": 1.26,
        "power.density_cell_area_nw_per_um2": 31.8,
        "fin_total_pwr_mw": 0.119,
    },
    "cells_and_area": {
        "layout-drive-gt1-share_pct": 13.9,
        "layout-area-overhead-vs-synth_pct": 7.84,
        "final.fill_count": 609,
        "final_core_util_pct": 57.2,
    },
    "route": {
        "vias_per_cell": 7.15,
        "wirelength_mm": 13.3,
        "wl_per_cell_um": 24.7,
        "antenna_left": 0,
        "detail_route.antenna_diodes": 0,
        "detailroute.via_count": 3831,
        "drc_errors": 0,
        "drt_pass1_iterations": 5,
        "drt_iter0_markers": 489,
    },
    "placed_design": {
        "dp_slack_ps": 12980,
        "detailedPlacementHpwl_mm": 10.4,
        "place.port_buffers": 28,
        "gp_routability_congestion": 1.09,
    },
    "critical_path": {
        "critical_path.cell_chain": "clkdlybuf4s50_1 -> nand2_1 -> nor4_1 -> nand4b_1 -> nor4_1 -> and4_1 -> a21oi_2 -> or2_4 -> o31ai_2 -> nor2_2 -> nor4b_4 -> nor3_1",
        "crit_path_max_incr_delay_ps": 800,
        "path_class": "primary input to flip-flop",
        "worstPathMaxFanout": 13,
        "most_frequent_cell_on_critical_path": "sky130_fd_sc_hd__nor4_1",
        "critical_path_arrival_ps": 8310,
        "critPathRequiredTime_ps": 21410,
        "kind_of_start_point_of_the_critical_path": "primary input",
        "end_kind": "flip-flop",
        "cp_slowest_cell": "sky130_fd_sc_hd__nor4b_4",
    },
    "job": {
        "max_cap_viol_count": 0,
        "openroad.warnings": 32,
    },
    "hold_path": {
        "min-delay-path-class": "flip-flop to flip-flop",
    },
}
cell families (layout without fill, tap and decap cells):
| kind of cell | Yosys count | after routing |
|---|---|---|
| AND/OR/NAND/NOR | 259 | 259 |
| AND-OR/OR-AND | 83 | 83 |
| buffers and inverters | 45 | 52 |
| XOR/XNOR | 32 | 32 |
| flip-flops | 29 | 29 |
| adder cells (fa/ha/maj) | 2 | 2 |
| multiplexers | 2 | 2 |
worst paths after layout:
path | from | end | slack (ps) | cells after the start
max | SW[5] | contador[17] | 13100 | 12
min | contador[0] | contador[0] | 580 | 1
max reg2reg | contador[0] | contador[17] | 15420 | 13
min reg2reg | contador[0] | contador[0] | 580 | 1
layout by cell type, fill, tap and decap left out, types with 12 or more instances in the layout:
cell / instances
sky130_fd_sc_hd__nor2_1: 40
sky130_fd_sc_hd__nand2_1: 30
sky130_fd_sc_hd__nor4_1: 29
sky130_fd_sc_hd__dfxtp_1: 29
sky130_fd_sc_hd__clkdlybuf4s50_1: 28
sky130_fd_sc_hd__nor3_1: 24
sky130_fd_sc_hd__xnor2_1: 23
sky130_fd_sc_hd__nand3_1: 21
sky130_fd_sc_hd__nand4_1: 17
sky130_fd_sc_hd__o21ai_0: 13
sky130_fd_sc_hd__inv_1: 12
flip-flops by register name, indices dropped and copies added (netlist names):
register	flops
l	1
contador	28
layer usage:
layer / track usage [%] / up-vias / routed length [um]
li1: - / 1740 / -
met1: 55.2 / 1736 / 5460
met2: 51.7 / 302 / 5270
met3: 13.8 / 53 / 1880
met4: 13.7 / 0 / 662
met5: 0 / - / 0
layout make-up:
cell class	instances	area (sq um)	area share, %
inverters	12	45.0	1.21
clock inverters	2	37.5	1.01
repair buffers	32	310	8.31
well taps	77	96.3	2.58
multi-input cells	378	2580	69.1
flip-flops and latches	29	581	15.5
clock buffers	6	82.6	2.21
worst max-delay path: cells and delay by family:
family,cells,cell delay [ps]
AND-OR/OR-AND,2,560
buffers and inverters,1,470
AND/OR/NAND/NOR,9,3020
where the power goes:
group	switching (mW)	internal [mW]	leakage [nW]	total, mW
clock	0.0247	0.0380	0.0574	0.0628
sequential	0	0.0542	0.236	0.0542
combinational	0.000359	0.00164	0.965	0.00200
total	0.0251	0.0939	1.26	0.119
through the flow:
stage,cell area (sq um),std cells
floorplan,3460,452
global placement,3610,528
detailed placement,3610,528
CTS,3730,536
global route,3730,536
finish,3730,536
No activity file was given, so power comes from the tool's default toggle rates.
