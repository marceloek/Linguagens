==> /design/flow/design.v <==
module piscaleds1(
  input CLOCK_50,
  input [3:0] KEY,
  input [9:0] SW,
  output [7:0]LEDG,
  output [7:0]LEDR
);
reg [25:0] contador = 0;
reg l = 0;
assign LEDG = l;
always @(posedge CLOCK_50) begin
  contador = contador + 1;
  if (KEY[0] == 1) begin
    if (contador == 50000000) begin
      contador = 0;
      l = ~l;
    end
  end
  if (KEY[0] == 0) begin
    if (contador == 5000000) begin
      contador = 0;
      l = ~l;
    end
  end
end
endmodule
==> /design/flow/run.sh <==
#!/bin/bash
# OpenROAD 26Q1-2900-gdf79404cd8, Yosys 0.63+post, stock flow scripts
make -C /OpenROAD-flow-scripts/flow DESIGN_CONFIG=/design/flow/config.mk WORK_HOME=/design/flow/orfs finish
==> /design/flow/config.mk <==
export PLATFORM = sky130hd
export DESIGN_NAME = piscaleds1
export DESIGN_NICKNAME = piscaleds1
export VERILOG_FILES = /design/flow/design.v
export SDC_FILE = /design/flow/constraint.sdc
export NUM_CORES = 4
export LEC_CHECK = 1
export CORE_UTILIZATION = 30
==> /design/flow/constraint.sdc <==
current_design piscaleds1

set clk_period 8.2
set clk_io_pct 0.2

create_clock -name clk0 -period $clk_period [get_ports {CLOCK_50}]

set non_clock_inputs [all_inputs -no_clocks]
set_input_delay [expr $clk_period * $clk_io_pct] -clock clk0 $non_clock_inputs
set_output_delay [expr $clk_period * $clk_io_pct] -clock clk0 [all_outputs]
==> results.sh <==
# source this file to load flow results
export IMPL_outcome="finished clean"
export IMPL_wl_um=3640
export IMPL_p_per_area_mw_per_mm2=112
export IMPL_period_minus_slack_ns=3.65
export IMPL_remaining_drc_errors=0
export IMPL_syn_area_per_cell_sq_um=8.38
export IMPL_diodes=0
export IMPL_fin_cells=285
export IMPL_start_kind="input port"
export IMPL_fmax_ghz=0.274
export IMPL_cts_root_buf="clkbuf_8"
export IMPL_cp_arrival_ns=3.82
export IMPL_dp_hpwl_um=2610
export IMPL_crit_fanout=10
export IMPL_fp_dieW_um=80.4
export IMPL_cts_resized=0
export IMPL_rsz0062_at_grt="no"
export IMPL_dieHeight_um=80.4
export IMPL_period_used_pct=44.5
export IMPL_vias=1424
export IMPL_area_delta_synth_final_pct=0.407
export IMPL_cts_buffers=3
export IMPL_hold_depth=1
export IMPL_hold_class="register to register"
export IMPL_worst_setup_path_end_kind="register"
export IMPL_ys_ff=27
export IMPL_required_ns=8.38
export IMPL_place_congestion=0.897
export IMPL_ys_cells=220
export IMPL_antenna_left=0
export IMPL_hold_violations=0
export IMPL_yosysWarnings=9
export IMPL_netlist_area_sq_mm=0.00184
export IMPL_num_rows=28
export IMPL_crit_path_top_delay_cell="nor4_4"
export IMPL_regArea_sq_um=541
export IMPL_drtIter0Drc=94
export IMPL_regToRegStartpoint="contador[0]$_DFF_P_"
export IMPL_grt_pass1_wl_um=6150
export IMPL_slew_violations=0
export IMPL_n_fill_cell=619
export IMPL_r2r_slack_ns=4.91
export IMPL_crit_type="input port to register"
export IMPL_synth_cell_types=47
export IMPL_clock_sinks=27
export IMPL_final_layout_size_suffix_gt1_share_pct=7.14
export IMPL_finalSetupViolCount=0
export IMPL_hp_start="l$_DFF_P_"
export IMPL_ff2ff_path_depth=7
export IMPL_grt_pass1_vias=1213
export IMPL_grt_util_all_layers_pct=12.5
export IMPL_detail_route_wl_per_cell_um=12.8
export IMPL_port_buffers=2
export IMPL_tool_warnings=39
export IMPL_skew_ns=0.0100
export IMPL_lay_top_cells="dfxtp_1 (27), nor2_1 (25), nand3_1 (16)"
export IMPL_postSynthSeqShare_pct=29.3
export IMPL_clock_latency_late_pin_ns=0.27
export IMPL_min_to="l$_DFF_P_"
export IMPL_viasPerCell=5.00
export IMPL_antenna_found_initial=0
export IMPL_dp_cells=281
export IMPL_dr_pass1_iters=4
export IMPL_num_io_pins=31
export IMPL_cts_hold_buf=0
export IMPL_cts_setup_buffers=0
export IMPL_gr_total_overflow=0
export IMPL_p_leak_nw=0.624
export IMPL_crit_chain="clkdlybuf4s50_1, nand4_1, a221oi_1, nand4b_1, nor4_4, o21ba_1"
export IMPL_r2r_end="contador[23]$_DFF_P_"
export IMPL_htreeDepth=1
export IMPL_final_common_cell="dfxtp_1"
export IMPL_grt_max_degree=16
export IMPL_path_clk_slew_ns=0.10
export IMPL_comb_area_sq_mm=0.00114
export IMPL_synth_cells=220
export IMPL_chipArea_sq_mm=0.00646
export IMPL_fp_util_pct=31.1
export IMPL_slowest_delay_ns=0.73
export IMPL_worstMarginPinSlew_ns=0.706
export IMPL_critPathLaunch="KEY[0]"
export IMPL_slew_limit_headroom_pct=52.6
export IMPL_setup_tns_ns=0
export IMPL_ir_drop_mv=0.107
export IMPL_core_area_sq_mm=0.00592
export IMPL_cts_buffer_depth=2
export IMPL_maxCapViolations=0
export IMPL_cts_tree="built"
export IMPL_yosys_area_sq_mm=0.00184
-- cells by family after synthesis --
logic type | count (synthesis) | share of synthesized area, %
AND-OR/OR-AND | 24 | 10.8
XOR/XNOR | 26 | 12.4
adder cells (fa/ha/maj) | 2 | 1.36
buffers and inverters | 33 | 11.7
flip-flops | 27 | 29.3
multiplexers | 2 | 1.22
other | 1 | 0.203
AND/OR/NAND/NOR | 105 | 33.0
-- state kept, by name, summed over array words and instances (netlist names) --
signal,count
l,1
contador,26
-- cells in the mapped netlist (all sizes together) --
cell type | instances | area share (%)
a211oi | 3 | 1.5
a21oi | 5 | 1.4
a221oi | 1 | 0.48
a31oi | 2 | 1.5
and2 | 1 | 0.34
and3 | 1 | 0.34
and4 | 4 | 1.9
and4b | 1 | 0.54
buf | 28 | 11
clkbuf | 2 | 0.41
conb | 1 | 0.20
dfxtp | 27 | 29
ha | 2 | 1.4
inv | 3 | 0.61
mux2 | 2 | 1.2
nand2 | 13 | 2.6
nand3 | 16 | 4.3
nand3b | 2 | 0.81
nand4 | 14 | 5.9
nand4b | 2 | 0.95
nor2 | 25 | 5.1
nor2b | 3 | 1.0
nor3 | 7 | 1.9
nor3b | 1 | 0.41
nor4 | 5 | 2.5
o2111ai | 1 | 0.48
o21a | 1 | 0.41
o21ai | 5 | 1.4
o21ba | 1 | 0.54
o221ai | 1 | 0.48
o22ai | 1 | 0.34
o31a | 1 | 0.48
o31ai | 1 | 0.41
o32ai | 1 | 1.5
or3 | 5 | 2.0
or3b | 1 | 0.48
or4 | 4 | 1.8
xnor2 | 14 | 6.7
xor2 | 12 | 5.7
-- routing by layer --
metal / vias to the layer above / share of wire, % / track usage [%] / routed length, um
li1: 737 / - / - / -
met1: 651 / 51 / 20.1 / 1870
met2: 34 / 43 / 18.6 / 1560
met3: 2 / 4.9 / 1.85 / 180
met4: 0 / 0.55 / 0.536 / 20
met5: - / 0 / 0 / 0
-- worst max path at each step --
stage,slack (ns),to,cells past startpoint
4_1_cts,4.54,contador[23]$_DFF_P_,6
6_report,4.55,contador[23]$_DFF_P_,6
5_1_grt,4.48,contador[23]$_DFF_P_,6
-- power breakdown --
part | switching [mW] | internal (mW)
clock | 0.0414 | 0.0340
combinational | 0.000287 | 0.000423
sequential | 0 | 0.131
total | 0.0416 | 0.165
-- stage by stage --
stage / cell area, sq um / power [mW] / setup WS [ns] / utilization [%] / hold slack [ns]
4_1_cts: 1850 / 0.212 / 4.54 / 31.3 / 0.466
3_5_place_dp: 1800 / 0.135 / 4.22 / 30.5 / 0.450
2_1_floorplan: 1900 / 0.139 / 5.23 / - / 0.432
6_report: 1850 / 0.207 / 4.55 / 31.3 / 0.464
3_3_place_gp: 1800 / 0.135 / 4.20 / 30.5 / 0.455
5_1_grt: 1850 / 0.218 / 4.48 / 31.3 / 0.493
-- final cells by class --
class                   count  area share [%]
repair buffers              2            1.08
clock buffers               3            2.23
inverters                   3           0.609
flip-flops and latches     27            29.2
well taps                  75            5.07
multi-input cells         174            61.5
clock inverters             1           0.270
-- critical path, delay by kind of cell --
family / cells / cell delay (ns)
simple gates: 3 / 1.19
buf+inv: 1 / 0.49
compound gates: 2 / 0.49
Power figures rest on the tool's default switching activity, not on a simulated workload.
