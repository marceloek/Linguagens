===== flow/run.sh =====
#!/bin/bash
# OpenROAD 26Q1-2900-gdf79404cd8, Yosys 0.63+post, stock flow scripts
make -C /OpenROAD-flow-scripts/flow DESIGN_CONFIG=/design/flow/config.mk WORK_HOME=/design/flow/orfs finish

===== flow/constraint.sdc =====
current_design piscaleds3

set clk_period 16.0
set clk_io_pct 0.2

create_clock -name clk0 -period $clk_period [get_ports {CLOCK_50}]

set non_clock_inputs [all_inputs -no_clocks]
set_input_delay [expr $clk_period * $clk_io_pct] -clock clk0 $non_clock_inputs
set_output_delay [expr $clk_period * $clk_io_pct] -clock clk0 [all_outputs]

===== flow/config.mk =====
export PLATFORM = sky130hd
export DESIGN_NAME = piscaleds3
export DESIGN_NICKNAME = piscaleds3
export VERILOG_FILES = /design/flow/design.v
export SDC_FILE = /design/flow/constraint.sdc
export NUM_CORES = 4
export LEC_CHECK = 1
export CORE_UTILIZATION = 40

===== flow/design.v =====
module piscaleds3(
  input CLOCK_50,
  input [3:0] KEY,
  input [9:0] SW,
  output [7:0]LEDG,
  output [9:0]LEDR
);
reg [27:0] contador = 0;
reg [9:0] l = 0;
assign LEDG[0] = l;
assign LEDG[1] = ~l;
assign LEDG[2] = l;
assign LEDG[3] = ~l;
assign LEDG[4] = l;
assign LEDG[5] = ~l;
assign LEDG[6] = l;
assign LEDG[7] = ~l;
assign LEDR[0] = l;
assign LEDR[1] = ~l;
assign LEDR[2] = l;
assign LEDR[3] = ~l;
assign LEDR[4] = l;
assign LEDR[5] = ~l;
assign LEDR[6] = l;
assign LEDR[7] = ~l;
assign LEDR[8] = l;
assign LEDR[9] = ~l;
always @(posedge CLOCK_50) begin
  contador = contador + 1;
  if (SW[0] == 1) begin
    if (contador == 200000000) begin  
      contador = 0;
      l = ~l;
    end
  end
   if (SW[1] == 1) begin
    if (contador == 150000000) begin  
      contador = 0;
      l = ~l;
    end
  end
   if (SW[2] == 1) begin
    if (contador == 100000000) begin  
      contador = 0;
      l = ~l;
    end
  end
   if (SW[3] == 1) begin
    if (contador == 75000000) begin  
      contador = 0;
      l = ~l;
    end
  end
   if (SW[4] == 1) begin
    if (contador == 50000000) begin  
      contador = 0;
      l = ~l;
    end
  end
   if (SW[5] == 1) begin
    if (contador == 6250000) begin  
      contador = 0;
      l = ~l;
    end
  end
   if (SW[6] == 1) begin
    if (contador == 12500000) begin  
      contador = 0;
      l = ~l;
    end
  end
   if (SW[7] == 1) begin
    if (contador == 25000000) begin  
      contador = 0;
      l = ~l;
    end
  end
  if (SW[8] == 1) begin
    if (contador == 37500000) begin  
      contador = 0;
      l = ~l;
    end
  end
  if (SW[9] == 1) begin
    if (contador == 50000000) begin  
      contador = 0;
      l = ~l;
    end
  end
 end
endmodule

==> results.txt <==
Quick summary of the implementation run below.

The share of the Yosys chip area taken by registers is around 17%. The category of the worst setup path capture point is a register. The count of TritonRoute iterations in the first routing pass came out at 5. The ratio of cells with drive above 1 in the final layout is approximately 14%. Summed over all layers, the global routing overflow is 0. The worst reg-to-reg path cell count is 14.

The script extracted a total leakage power of about 1.3 nW. The post-synth count of flops with an enable pin is 0. The clock sink count came out at 29. The number of gates given a new drive strength after cts came out at 0. On the final layout, the worst clock skew is 0.004140 ns. The slowest stage of the critical path is the nor4b_4 cell. The worst setup path is launched from an input port.

In this run the tightest slew margin relative to its limit is between 30% and 40%. The setup TNS is 0 ns. For this run, the slowest stage of the critical path takes approximately 0.74 ns. The wire-length estimate of the detail-placed layout is 10640 um.

The horizontal extent of the die came out at 95.05 um. The area of the core came out at around 8300 um2. By area the synthesized netlist is led by dfxtp_1 (17%), xnor2_1 (5.8%), nor4_1 (5.2%), buf_4 (4.6%), nor2_1 (4.3%). The depth of the worst hold-timing path is 1.

The clock latency at the later pin of the worst-skew pair came out at about 0.28 ns. The path class of the tightest hold or removal check is register to register. The effective utilization at floorplan is 41.73%. The final estimated routing congestion in global placement is 1.134. The maximum level of the CTS H-tree came out at 2. The synthesis-stage register bit count is 29. The wire length of the first global-routing pass came out at between 20000 and 25000 um. The maximum number of pins on one net before global-route repair came out at 14. The via count of the routed design is between 3000 and 4000.

The average vias per placed instance is between 6 and 7. For reference, the final report shows the max-slew violation count at 0. Across the VDD grid, the largest voltage drop is around 0.029 mV. Clock tree synthesis inserted a total of 5 buffers.

The die area is ~9000 um2. The standard-cell row count is 33. The area of the multi-input gates came out at approximately 2600 um2.

The chip area estimate from yosys synthesis is about 3500 um2. The maximum clock insertion buffer count came out at 2. Per the timing report, the most critical flop-to-flop path finishes at contador[17]$_DFF_P_. The post-synthesis cell area is between 3000 and 4000 um2. The minimum clock period after layout is between 6 and 7 ns. Max fanout on the critical path was recorded as 13. 0 antenna diodes ended up in the layout. For the worst reg-to-reg path, the startpoint reported by OpenROAD is contador[0]$_DFF_P_. The run finished with clean final reports. Per the layout report, the design carries 824 filler cells. The share of Yosys cell area claimed by the top area cell type came out at between 10% and 20%. The library cell occupying the most area in the post-synthesis netlist is dfxtp_1.

The commonest cells after synthesis are nor2_1 (40), nand2_1 (30), dfxtp_1 (29), nor4_1 (29), nor3_1 (24). The post-CTS setup buffer count came out at 0. The most common cell in the synthesized netlist is nor2_1. For the worst setup path, the data arrival time is approximately 7.0 ns.

Per the hold report, the tightest min-delay path originates at contador[0]$_DFF_P_. The dominant register cell is dfxtp_1. The chip height is between 90 and 100 um. The power per standard cell area is 37.26 nW/um2. The number of global-route vias before repair is between 3000 and 4000. The share of async-settable or async-resettable flops after synthesis is 0%. The number of instances in the synthesized netlist came out at ~450. The transition at the pin with the smallest max-transition slack came out at just over 0.9 ns. The global router's overall resource usage came out at a little under a third.

TritonCTS built the clock tree. The initial antenna violation count is 0. The area growth from synthesis to final layout is 8.165%. The cell sequence reported for the critical path is clkdlybuf4s50_1 > nor3b_1 > o211ai_1 > a21oi_1 > nor4b_2 > a31o_2 > nand3_1 > nor3_4 > o211ai_2 > o31ai_2 > nor2_2 > nor4b_4 > nor3_1.

The post-route clock period utilization is a little over two fifths. The hold-fix buffer count after cts is 0. The number of setup violations in the final report is 0. The type of the worst setup path is input port to register. Wires add up to about 13000 um. In this run the maximum-capacitance check reported violations numbering 0.

The cell at the root of the clock tree is clkbuf_8. The total power came out at 0.1396 mW. For reference, the final report shows the hold violation count at 0.

The number of standard cells reported by yosys came out at between 400 and 500. The combined flip-flop and latch cell area came out at about 580 um2. STA reports a reg2reg setup slack of about 10 ns. The number of buffers added on ports is 28.

For this run, the top clock speed supported by timing is ~140 MHz. Hold analysis lists the worst path endpoint as contador[0]$_DFF_P_. The clock input transition at the sequential cells of the worst setup and hold paths came out at roughly 0.07 ns.

The number of library cell types mapped by synthesis is 87. Counting the warning lines in the Yosys log gives 1. The post-route DRC violation count came out at 0.

The detailed router finished its first iteration with ~270 violations. Setup repair after global routing left no endpoint under its margin. The wire length per cell came out at 23.80 um. The synthesized area per cell is 7.662 um2. The required time of the worst setup path is about 16 ns. The number of primary I/O pins is 33. The tally of OpenROAD warnings is 30.

The tally of nets with antenna violations remaining after routing is 0.
[where the power goes]
| part | internal [mW] | switching, mW |
|---|---|---|
| Sequential | 0.0722 | 0 |
| Clock | 0.0348 | 0.0299 |
| Combinational | 0.00219 | 0.000484 |
[cells by family after synthesis]
kind of cell	share of synthesized area (%)
AOI/OAI and AO/OA	18.60
xor gates and xnor gates	8.093
adders and majority gates	0.7224
buffers and inverters	8.670
DFF	16.76
muxes	0.6142
and+or+nand+nor	46.53
[layout make-up]
class | instances | share of cell area [%]
clock buffer | 6 | 2.204
clock inverter | 2 | 0.3674
timing repair buffer | 32 | 8.283
sequential | 29 | 15.50
inverter | 12 | 1.202
multi-input combinational | 378 | 68.94
tap | 105 | 3.507
[worst max-delay path: cells and delay by family]
| family | cells | cell delay (ns) |
|---|---|---|
| AND/OR/NAND/NOR | 7 | 2.24 |
| AND-OR/OR-AND | 5 | 1.13 |
| buffers and inverters | 1 | 0.46 |
[worst max-delay path by stage]
stage,from,to,slack (ns),depth (start not counted)
4_1_cts,SW[1],contador[17]$_DFF_P_,9.23,13
5_1_grt,SW[1],contador[17]$_DFF_P_,8.90,13
6_report,SW[1],contador[17]$_DFF_P_,9.08,13
[per-stage QoR]
stage               cells  setup slack (ns)  hold WS (ns)  util [%]  area (um2)
floorplan             452             10.12        0.5071         -        3463
global placement      556             8.963        0.5495     43.98        3650
CTS                   564             9.228        0.5722     45.14        3746
detailed placement    556             8.952        0.5538     43.98        3650
finish                564             9.081        0.5711     45.14        3746
global route          564             8.904        0.6062     45.14        3746
[state kept, by name (all words and copies together) (netlist names)]
register / cells
l: 1
contador: 28
[routing by layer]
| layer | GRT usage, % | share of wire (%) | wire, um |
|---|---|---|---|
| met2 | 45.92 | 42 | 5651 |
| met4 | 14.27 | 5.9 | 791 |
| met5 | 0 | 0 | 0 |
| met1 | 45.50 | 42 | 5685 |
| met3 | 5.758 | 9.6 | 1293 |
[layout by cell type, fill, tap and decap left out, drive strengths merged, types with 5 or more instances in the layout]
cell type      instances
a21oi                 12
and2                   5
and3                  12
and4                   6
clkbuf                 6
clkdlybuf4s50         28
dfxtp                 29
inv                   12
nand2                 31
nand3                 24
nand4                 20
nor2                  43
nor3                  26
nor4                  36
nor4b                  7
o211ai                 8
o21ai                 15
o31a                   6
or2                   13
or3                    6
or4                    9
xnor2                 23
xor2                   9
Power and IR drop assume default switching activity.
